[/design/flow/design.v]
module reqack_tph2rdyval #(
    parameter int DWIDTH = 1,
    parameter bit INCLUDE_CDC = 1'b0
) (
    output logic vld,
    input  logic rdy,
    output logic [DWIDTH-1:0] o_dat,
    input  logic req,
    output logic ack,
    input  logic [DWIDTH-1:0] i_dat,
    input  logic clk,
    input  logic rst_n
);
logic req_chg;
logic req_i;
logic req_d;
logic req_accept;
if (INCLUDE_CDC) begin: g_cdc
    logic [1:0] cdc_sync_req;
    always_ff @(posedge clk or negedge rst_n) begin: p_sync_req
        if (!rst_n)  cdc_sync_req <= '0;
        else         cdc_sync_req <= {req,cdc_sync_req[$high(cdc_sync_req):1]};
    end: p_sync_req
    assign req_i = cdc_sync_req[0];
end: g_cdc
else begin: g_no_cdc
    assign req_i = req;
end: g_no_cdc
always_ff @(posedge clk or negedge rst_n) begin: p_req_d
    if (!rst_n)          req_d <= 1'b0;
    else if (req_accept) req_d <= req_i;
end: p_req_d
assign req_chg = req_d ^ req_i;
assign req_accept = req_chg & (~vld | rdy);
always_ff @(posedge clk or negedge rst_n) begin: p_vld
    if (!rst_n) vld <= 1'b0;
    else begin
        if (req_accept)     vld <= 1'b1;
        else if (vld & rdy) vld <= 1'b0;
    end
end: p_vld
always_ff @(posedge clk or negedge rst_n) begin: p_ack
    if (!rst_n)       ack <= 1'b0;
    else if (req_accept) ack <= ~ack;
end: p_ack
always_ff @(posedge clk) begin: p_data
    if (req_accept)  o_dat <= i_dat;
end: p_data
endmodule: reqack_tph2rdyval
[/design/flow/run.sh]
#!/bin/bash
# OpenROAD 26Q1-2900-gdf79404cd8, Yosys 0.63+post, stock flow scripts
make -C /OpenROAD-flow-scripts/flow DESIGN_CONFIG=/design/flow/config.mk WORK_HOME=/design/flow/orfs finish
[/design/flow/config.mk]
export PLATFORM = sky130hd
export DESIGN_NAME = reqack_tph2rdyval
export DESIGN_NICKNAME = reqack_tph2rdyval
export VERILOG_FILES = /design/flow/design.v
export SDC_FILE = /design/flow/constraint.sdc
export NUM_CORES = 4
export LEC_CHECK = 1
export CORE_AREA = 10 10 70 70
export DIE_AREA = 0 0 80 80
[/design/flow/constraint.sdc]
current_design reqack_tph2rdyval

set clk_period 1.2
set clk_io_pct 0.2

create_clock -name clk0 -period $clk_period [get_ports {clk}]

set non_clock_inputs [all_inputs -no_clocks]
set_input_delay [expr $clk_period * $clk_io_pct] -clock clk0 $non_clock_inputs
set_output_delay [expr $clk_period * $clk_io_pct] -clock clk0 [all_outputs]
==> changes_impl.md <==
## Implementation

* Status: finished clean
* Critical Path Source: req
* Tcrit/Tclk final at 0.908
* Leading area contributor after synthesis: dfrtp_1
* Crit path required time at 1.14 ns
* Max Slew Vio Count at 0
* Post-synth regs at 4
* CTS HTree Levels at 1
* Total power at 0.498 mW
* Mapped Cells at 10
* Mapped cell area at 156 sq um
* LEAKAGE at 0.114 nW
* Largest net degree at the start of global routing at 4
* Routed WL at 387 um
* Yosys top cell area share at 0.480
* Setup CP Type: in2reg
* Power per cell area at 1580 nW/um^2
* Latency at later pin at 0.24 ns
* Pre-antenna DRT Iters at 2
* First-pass GRT wire length at 662 um
* Initial antenna violation count at 0
* # Cells Yosys at 10
* Layout cells sized above 1 at 0.318
* Worst relative slew slack at 0.863
* CTS root buf: clkbuf_4
* Max-cap violations at 0
* Fin. Hold Viols at 0
* Util after Layout at 0.0919
* Slew at the pin with the worst max-slew slack at 0.204 ns
* DR vias/cell at 1.72
* Compound Share, Synth at 0
* IO Port Bufs at 7
* CP Max Fanout at 2
* Synth Area in XOR/XNOR at 0.112
* Remaining DRCs at 0
* Design area at 314 sq um
* Core area at 3420 sq um
* Chip area line of the yosys report at 156 sq um
* Global router's overall resource usage at 0.0151
* DIE HEIGHT at 80 um
* Clock sink count at 4
* CTS tree: built
* # diodes at 0
* CTS buffer count at 3
* Maximum clock path buffer count at 2
* Fin crit period at 1.09 ns
* DR iter-0 viols at 3
* Routed len/inst at 5.69 um
* Critical path endpoint category: flop
* Gp weighted congestion at 0.761
* Seq/Total Area, Yosys at 0.672
* Basic Gates by Area at 0.144
* Post-route ant nets at 0
* IO Pins at 8
* Fp_density at 0.0458
* Layout area overhead at 101%
* Setup Skew at 0.00357 ns
* Yosys Warn Count at 1
* Worst hold path class: in2async
* Die Wd at 80 um
* Reg2Reg Depth at 2
* Tool Warnings at 25
* Flop2flop setup slack at 0.20 ns
* Startpoint types: input port
* Worst r2r dst: req_d
* Synth Area in Adders at 0
* CP arrival at 1.03 ns
* Vias in the first global route at 138
* Syn Area/Cell at 15.6 sq um
* Clk slew on worst S/H paths at 0.04 ns
* Area contributors post-synth: dfrtp_1 48%, edfxtp_1 19%, mux2_2 7.2%, nor2b_2 5.6%, xnor2_1 5.6%
* Area after DPL at 284 sq um
* Mux share at 0.0720
* Endpoints failing setup at 0
* Overflow after GRT at 0
* Vias after detailed routing at 117
* Main logic family: simple AND/OR/NAND/NOR gates
* Row Count at 21
* Max Freq at 0.917 GHz
* RR Startpoint: vld
* Hold slack at 0.184 ns
* Count of cell types in the netlist at 8
* RSZ-0062 raised after global routing: false
* Cts hold-fix bufs at 0
* Fillers at 410
* Die area at 6400 sq um
* Max VDD drop at 0.000170 V
repair_timing:
action | 4_1_cts | 5_1_grt
buffers inserted | 1 | 0
resized | 3 | 0
setup endpoints to repair | 3 | 0
cells in the mapped netlist:
library cell  instances
dfrtp_1               3
edfxtp_1              1
mux2_2                1
nor2_2                1
nor2b_2               1
or2b_1                1
xnor2_1               1
xor2_1                1
through the flow:
stage | cells | setup slack [ns] | setup TNS [ns]
6_report | 68 | 0.110 | 0
5_1_grt | 68 | 0.0622 | 0
4_1_cts | 68 | 0.105 | 0
3_5_place_dp | 63 | -0.140 | -0.450
3_3_place_gp | 63 | -0.118 | -0.378
2_1_floorplan | 10 | 0.265 | 0
kinds of logic after synthesis:
kind of cell | Yosys count
DFF | 4
xor gates and xnor gates | 2
and+or+nand+nor | 3
muxes | 1
per-layer routing:
layer | share of wire | vias up | track usage
li1 | - | 55 | -
met1 | 0.40 | 50 | 0.0147
met2 | 0.23 | 10 | 0.0136
met3 | 0.34 | 2 | 0.0261
met4 | 0.026 | 0 | 0.00528
met5 | 0 | - | 0
cells in the final DEF, fill, tap and decap left out:
master	instances
dlygate4sd2_1	3
nor2b_2	1
xnor2_1	1
buf_4	1
edfxtp_1	1
dfrtp_1	3
clkbuf_4	3
xor2_1	1
clkdlybuf4s50_1	4
or2b_1	1
mux2_2	1
nor2_2	1
clkbuf_1	1
worst max-delay path by stage:
stage     endpoint  slack, ns  depth (start not counted)
4_1_cts        ack       0.10                          1
5_1_grt      o_dat       0.06                          3
6_report     o_dat       0.11                          3
state kept, by name (all words and copies together), names as in the netlist:
name,flops
ack,1
o_dat,1
req_d,1
vld,1
critical path: stages:
cell             delay (ns)
clkdlybuf4s50_1        0.46
xnor2_1                0.17
nor2_2                 0.16
report_power, final:
part / leakage, nW / total, mW / switching, mW / internal, mW
logic: 0.0554 / 0.124 / 0.0373 / 0.0864
registers: 0.0436 / 0.189 / 0.0134 / 0.176
clock network: 0.0150 / 0.185 / 0.0600 / 0.125
total: 0.114 / 0.498 / 0.111 / 0.387
final cells by class:
cell class	count	area, sq um	share of cell area
sequential	4	105	0.335
timing repair buffer	8	73.8	0.235
tap	46	57.6	0.183
multi-input combinational	6	51.3	0.163
clock buffer	4	26.3	0.0837
Power is estimated from default activity; no workload was simulated.
